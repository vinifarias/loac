--- flow/design.v ---
parameter NINSTR_BITS = 32;
parameter NBITS_TOP = 8, NREGS_TOP = 32, NBITS_LCD = 64;
module top(input  logic clk_2,
          input  logic [NBITS_TOP-1:0] SWI,
          output logic [NBITS_TOP-1:0] LED,
          output logic [NBITS_TOP-1:0] SEG,
          output logic [NBITS_LCD-1:0] lcd_a, lcd_b,
          output logic [NINSTR_BITS-1:0] lcd_instruction,
          output logic [NBITS_TOP-1:0] lcd_registrador [0:NREGS_TOP-1],
          output logic [NBITS_TOP-1:0] lcd_pc, lcd_SrcA, lcd_SrcB,
            lcd_ALUResult, lcd_Result, lcd_WriteData, lcd_ReadData,
          output logic lcd_MemWrite, lcd_Branch, lcd_MemtoReg, lcd_RegWrite);
  parameter ANDAR_A=0, CAMINHO=1, ANDAR_B=2;
  logic andar, reset, porta, pessoa;
  logic [1:0] cont_pessoa, cont_clock, state;
  logic clock_1sec, clock_2sec;
  always_comb begin
    reset <= SWI[7];
    pessoa <= SWI[0];
  end
  always_ff@(posedge clk_2) begin
    clock_1sec <= ~clock_1sec;
  end
  always_ff@(posedge clock_1sec) begin
    clock_2sec <= ~clock_2sec;
  end
  always_ff @(posedge clock_2sec) begin
    if(reset) begin
      porta <= 1;
      andar <= 0;
      cont_pessoa <= 0;
      cont_clock = 0;
    end
    else begin
      unique case(state)
        ANDAR_A: begin
          andar <= 0;
          porta <= 1;
          if(pessoa) cont_pessoa <= cont_pessoa + 1;
          if(cont_pessoa == 2) begin
            porta <= 0;
            state <= CAMINHO;
          end
          else if(cont_pessoa == 1) begin
            if(cont_clock == 2) begin
              cont_clock = 0;
              state <= CAMINHO;
            end
            cont_clock = cont_clock + 1;
          end
        end
        CAMINHO: begin
          porta <= 0;
          cont_clock = cont_clock + 1;
          if(cont_clock == 2) begin
            cont_clock = cont_pessoa;
            if(andar == 0) state <= ANDAR_B;
            else state <= ANDAR_A;
          end
        end
        ANDAR_B: begin
          andar <= 1;
          porta <= 1;
          cont_clock = cont_clock - 1;
          if(cont_clock == 0) begin
            cont_clock = 0;
            cont_pessoa <= 0;
            state <= CAMINHO;
          end
        end
      endcase
    end
  end
  always_comb begin
    LED[0] <= andar;
    LED[1] <= porta;
    LED[7:6] <= cont_pessoa;
    SEG[7] <= clock_2sec;
  end
endmodule
--- flow/run.sh ---
#!/bin/bash
# OpenROAD 26Q1-2900-gdf79404cd8, Yosys 0.63+post, stock flow scripts
make -C /OpenROAD-flow-scripts/flow DESIGN_CONFIG=/design/flow/config.mk WORK_HOME=/design/flow/orfs finish
--- flow/config.mk ---
export PLATFORM = sky130hd
export DESIGN_NAME = top
export DESIGN_NICKNAME = top
export VERILOG_FILES = /design/flow/design.v
export SDC_FILE = /design/flow/constraint.sdc
export NUM_CORES = 4
export LEC_CHECK = 1
export CORE_AREA = 10 10 198 198
export DIE_AREA = 0 0 208 208
export SYNTH_HDL_FRONTEND = slang
--- flow/constraint.sdc ---
current_design top

set clk_period 1.0
set clk_io_pct 0.2

create_clock -name clk0 -period $clk_period [get_ports {clk_2}]

set non_clock_inputs [all_inputs -no_clocks]
set_input_delay [expr $clk_period * $clk_io_pct] -clock clk0 $non_clock_inputs
set_output_delay [expr $clk_period * $clk_io_pct] -clock clk0 [all_outputs]
==> notes.md <==
The following summarizes the physical implementation.

Synth
During synthesis, Yosys emitted a total of 487 warnings. For this run, the chip area from Yosys synthesis comes to 4310 um2. The yosys stat cell total is 562.

In this run, synthesis produced a sequential element count of 11. The synthesized netlist occupies a cell area of 4310 um2. Summing the sequential cell areas from Yosys gives 5.11% of the chip area. The average cell area after synthesis is between 7 and 8 um2. Synthesis produced a netlist whose cell count is between 500 and 600. The leading register cell type out of synthesis is dfxtp_1.

The number of synthesized flops with an enable pin is 0. Ranked by total cell area, the synthesized netlist is headed by buf_4 85%, dfxtp_1 5.1%, ha_1 1.5%, inv_1 0.78%, buf_6 0.78%. The largest total area in the synthesized netlist belongs to buf_4.

The area share of the largest cell type after synthesis is 85.4%. The number of distinct library cells after synthesis is 28. The share of flip-flops with an asynchronous set or reset is 0%.

Final timing
After routing, the total negative slack on setup checks comes to 0 ns. Setup repair after global routing left no endpoint under its margin. The worst setup skew after layout is 0 ns. The max-slew violation count is 0. The hold violation total from the final report is 0. Post-route period utilization is reported as 44.7%. Static timing analysis puts the maximum clock frequency at 2.24 GHz. The total of endpoints with negative setup slack in the final report is 0. For the finished layout, the period the worst path requires is 0.447 ns. 15 endpoints have no timing constraint.

The number of register pins that no clock reaches is 10.

Route
The script logs the mean routed wire length per placed instance as 7.97 um. The total length of routed wires is 8.11 mm. The count of nets left with antenna violations after detail routing is 0. For this run, the detailed router reports a per-instance via density of 1.70. The antenna cell count is 0. The number of remaining DRC errors is 0.

Per the log, the first TritonRoute iteration ended with a DRC count of 20. The count of TritonRoute iterations in the first routing pass is 4. The total number of vias is 1,727.

Worst setup path
The slowest stage cell on the critical path is dfxtp_1. Setup slack on the worst reg-to-reg path comes out at 0.55 ns. According to the timing report, the data required time at the worst endpoint equals between 0.8 and 0.9 ns. The worst reg2reg path startpoint is clock_1sec.

On the worst path, the slowest cell contributes a delay of 0.30 ns. The critical path class is reg2reg. Logic depth along the worst register-to-register path is recorded as 1. The endpoint of the lowest-slack register-to-register path is clock_1sec. The largest driver fanout on the critical path is 2. The arrival time of data at the worst endpoint is listed as between 0.3 and 0.4 ns. The cell sequence reported for the critical path is inv_1. Per the post-run analysis, buffers plus inverters along the critical path come to 1. The worst setup path is launched from a register. The endpoint type of the worst setup path is a register. In this design, the largest share of critical-path delay is due to flip-flops.

Floorplan
In this run the standard cell core region covers 34,700 um2. The floorplan step records an initial core utilization of 12.4%. The count of pins on the block boundary is 501. From bottom edge to top edge, the die measures 208 um. The initialized floorplan defines 68 standard-cell rows. The overall die area is 43,300 um2. According to the floorplan report, the die width is 208 um.

GRT
The number of antenna violations at the first check in global routing is 0. The final global-route overflow total is 0. In the global route stage, overall resource usage came out at 2.93%.

The first global-routing pass estimated 11.2 mm of wire. The maximum number of pins on one net before global-route repair is 12. The number of global-route vias before repair is approximately 2,200.

Clocking
After clock tree synthesis, the setup repair step added 0 buffers. In the CTS report, the clock slew at the register clock pins of the worst setup and hold paths is listed as 0 ns. The clock reaches the later pin of the worst-skew pair after 0 ns. The post-cts repair resize count is 0.

Hold repair after CTS inserted 0 buffers.

Job
In this run the tools logged warnings totalling 37. Max-cap violations in this run came to 0.

Placed design
The number of buffers added on ports is 7. The instance area at placement is between 3000 and 4000 um2. The global placement routability congestion is 0.819. The total half-perimeter wirelength after legalization and detailed placement is 7.86 mm.

Layout
Per the layout report, the design carries approximately 4,000 filler cells. After routing the design area is 3060 um2. Per the cell usage report, the commonest logic cells after layout are 487 x conb_1, 11 x dfxtp_1, 9 x inv_1, 7 x clkdlybuf4s50_1.

Leaving out fill and tap cells, the most frequent cell in the layout is conb_1. Compared with the post-synthesis result, the final layout area differs by -29.0%. Registers take 220 um2.

Summing all multi-input logic gate instances after layout gives ~2200 um2. The ratio of cells with drive above 1 in the final layout is 0.890%.

Status
The flow ran to the end, and the final reports show no timing, DRC or antenna violations.

Hold path
The worst-case hold path end point is clock_1sec. The launch point of the worst min-delay path is recorded as clock_1sec. Counting instances, the worst hold path has a depth of 1. The path type of the worst min-delay path is reg2reg.

Power
The combinational power share is about four fifths. The power report attributes to the sequential group a share of 19.1%. The power dissipated by switching net loads is about 0.00016 W. The share of total power dissipated in the clock network is 0%. Per the summary, power density relative to cell area is roughly 70 nW/um2. The leakage power is 1.84 nW. The internal power summed over all cells is 0.0000534 W. The worst IR drop on VDD is around 66 uV. The switching part of the total is 75.3%.
[state kept, by name, indices dropped and copies added (netlist names)]
register / count
andar: 1
clock_1sec: 1
clock_2sec: 1
cont_clock: 2
cont_pessoa: 2
porta: 1
state: 3
[layer usage]
metal / GRT usage [%] / vias to the layer above / wire (um)
met5: 0 / - / 0
li1: - / 740 / -
met2: 5.77 / 234 / 4370
met3: 2.31 / 10 / 1450
met1: 2.14 / 743 / 2200
met4: 0.349 / 0 / 87
[cell usage after synthesis, types with 2 or more instances]
cell type / n
nor2_1: 3
nand3b_1: 2
inv_2: 2
nand3_1: 2
a21o_1: 3
ha_1: 5
dfxtp_1: 11
o21ai_0: 2
inv_1: 9
buf_6: 3
o21ai_1: 6
nand2b_1: 4
a21oi_1: 6
buf_4: 490
[power groups by stage]
stage         sequential (W)  clock (W)  combinational, W
CTS                0.0000413          0          0.000222
finish             0.0000413          0          0.000175
global route       0.0000413          0          0.000281
[stage by stage]
step,utilization [%],std cells,hold WS (ns),total power [W],worst slack (ns)
after floorplan,-,1048,0.350,0.00141,0.564
after global placement,8.82,1017,0.375,0.000270,0.534
after detailed placement,8.82,1017,0.362,0.000259,0.549
after CTS,8.82,1017,0.363,0.000263,0.548
after global routing,8.82,1017,0.394,0.000323,0.515
final,8.82,1017,0.359,0.000216,0.553
[final cells by class]
class / count / share of cell area [%]
Sequential cell: 11 / 7.20
Multi-Input combinational cell: 533 / 70.6
Tap cell: 455 / 18.6
Inverter: 11 / 1.35
Timing Repair Buffer: 7 / 2.29
[worst max-delay path by stage]
stage | from | cells past startpoint | slack [ns] | end
CTS | clock_1sec | 1 | 0.55 | clock_1sec
global route | clock_1sec | 1 | 0.52 | clock_1sec
finish | clock_1sec | 1 | 0.55 | clock_1sec
[cells by family after synthesis]
family | after synthesis | share of synthesized area, %
AOI/OAI and AO/OA | 24 | 3.51
adders and majority gates | 5 | 1.45
buffers and inverters | 504 | 87.1
DFF | 11 | 5.11
other | 1 | 0.0870
and+or+nand+nor | 17 | 2.73
Power and IR drop assume default switching activity.
